==> run.sh <==
#!/bin/bash
# OpenROAD 26Q1-2900-gdf79404cd8, Yosys 0.63+post, stock flow scripts
make -C /OpenROAD-flow-scripts/flow DESIGN_CONFIG=/design/flow/config.mk WORK_HOME=/design/flow/orfs finish
==> config.mk <==
export PLATFORM = sky130hd
export DESIGN_NAME = pid_controller
export DESIGN_NICKNAME = pid_controller
export VERILOG_FILES = /design/flow/design.v
export SDC_FILE = /design/flow/constraint.sdc
export NUM_CORES = 4
export LEC_CHECK = 1
export CORE_UTILIZATION = 30
==> constraint.sdc <==
current_design pid_controller

set clk_period 26.1
set clk_io_pct 0.2

create_clock -name clk0 -period $clk_period [get_ports {clk}]

set non_clock_inputs [all_inputs -no_clocks]
set_input_delay [expr $clk_period * $clk_io_pct] -clock clk0 $non_clock_inputs
set_output_delay [expr $clk_period * $clk_io_pct] -clock clk0 [all_outputs]
==> design.v <==
module pid_controller #(
    parameter DATA_WIDTH = 16,       
    parameter FRAC_BITS = 8,         
    parameter KP_WIDTH = 16,         
    parameter KI_WIDTH = 16,         
    parameter KD_WIDTH = 16,         
    parameter OUTPUT_MIN = -32768,   
    parameter OUTPUT_MAX = 32767     
)(
    input wire clk,                  
    input wire rst_n,                
    input wire enable,               
    input wire signed [KP_WIDTH-1:0] kp,   
    input wire signed [KI_WIDTH-1:0] ki,   
    input wire signed [KD_WIDTH-1:0] kd,   
    input wire signed [DATA_WIDTH-1:0] setpoint,     
    input wire signed [DATA_WIDTH-1:0] process_var,  
    output reg signed [DATA_WIDTH-1:0] control_output,
    output wire signed [DATA_WIDTH-1:0] error_out,
    output wire signed [DATA_WIDTH*2-1:0] p_term_out,
    output wire signed [DATA_WIDTH*2-1:0] i_term_out,
    output wire signed [DATA_WIDTH*2-1:0] d_term_out
);
    reg signed [DATA_WIDTH-1:0] error, prev_error;
    reg signed [DATA_WIDTH*2-1:0] integral;
    reg signed [DATA_WIDTH-1:0] derivative;
    wire signed [DATA_WIDTH*2-1:0] p_term, i_term, d_term;
    wire signed [DATA_WIDTH*2-1:0] pid_sum;
    wire signed [DATA_WIDTH*2-1:0] kp_mult, ki_mult, kd_mult;
    wire signed [DATA_WIDTH*2-1:0] integral_next;
    always @(*) begin
        error = setpoint - process_var;
    end
    assign kp_mult = (kp * error) >>> FRAC_BITS;
    assign ki_mult = (ki * integral) >>> (FRAC_BITS * 2);
    assign kd_mult = (kd * derivative) >>> FRAC_BITS;
    assign p_term = kp_mult;
    assign i_term = ki_mult;
    assign d_term = kd_mult;
    assign pid_sum = p_term + i_term + d_term;
    assign integral_next = integral + (error <<< FRAC_BITS);
    always @(posedge clk or negedge rst_n) begin
        if (!rst_n) begin
            prev_error <= 0;
            integral <= 0;
            derivative <= 0;
            control_output <= 0;
        end else if (enable) begin
            prev_error <= error;
            derivative <= error - prev_error;
            if ((pid_sum >= OUTPUT_MIN && pid_sum <= OUTPUT_MAX) || 
                (pid_sum < OUTPUT_MIN && error < 0) || 
                (pid_sum > OUTPUT_MAX && error > 0)) begin
                integral <= integral_next;
            end
            if (pid_sum > OUTPUT_MAX) begin
                control_output <= OUTPUT_MAX;
            end else if (pid_sum < OUTPUT_MIN) begin
                control_output <= OUTPUT_MIN;
            end else begin
                control_output <= pid_sum[DATA_WIDTH-1:0];
            end
        end
    end
    assign error_out = error;
    assign p_term_out = p_term;
    assign i_term_out = i_term;
    assign d_term_out = d_term;
endmodule
==> impl_metrics.env <==
# physical design summary
export IMPL_worst_r2r_setup_slack_ns=14.34
export IMPL_max_slew_worst_pin_slew_ns=0.8905
export IMPL_synth_stat_cells=3784
export IMPL_chip_area_sq_mm=0.1138
export IMPL_enable_flop_cells=0
export IMPL_period_used_pct=75.49
export IMPL_gr_total_overflow=0
export IMPL_initialDrtViolationCount=987
export IMPL_design_portCount=211
export IMPL_min_delay_worst_endpoint="integral[31]$_DFFE_PN0P_"
export IMPL_setup_viol=0
export IMPL_clkTransAtPathRegs_ns=0.06
export IMPL_syn_avg_cell_area_sq_um=8.913
export IMPL_ys_flop_type="dfrtp_1"
export IMPL_gpl_final_weighted_congestion=0.9015
export IMPL_regToRegEndpoint="integral[31]$_DFFE_PN0P_"
export IMPL_synth_yosys_chip_area_sq_mm=0.03373
export IMPL_finalMaxSlewViolations=0
export IMPL_drc=0
export IMPL_crit_fanout=18
export IMPL_route_vias_total=24240
export IMPL_avgRoutedWirePerCell_microns=16.20
export IMPL_top_area_cell="fa_1"
export IMPL_timing_hold_worst_start="integral[31]$_DFFE_PN0P_"
export IMPL_route_antenna_remaining_nets=0
export IMPL_top_area_share_pct=44.46
export IMPL_grt_pass1_vias=25690
export IMPL_drt_first_pass_iters=5
export IMPL_worst_setup_path_type="primary input to output port"
export IMPL_cp_end_kind="output port"
export IMPL_rsz0062_at_grt="no"
export IMPL_hold_viol_final=0
export IMPL_ys_warnings_count=1
export IMPL_cts_tree="built"
export IMPL_cts_root_buf="clkbuf_16"
export IMPL_worstPathArrival_ns=14.48
export IMPL_yosys_stat_seqShare_pct=5.342
export IMPL_start_of_the_worst_register_to_register_path="integral[15]$_DFFE_PN0P_"
export IMPL_depth_of_the_worst_register_to_register_path=34
export IMPL_syn_cell_area_sq_mm=0.03373
export IMPL_cpPeakStageDelay_ns=0.52
export IMPL_grt_max_degree=73
export IMPL_postSynthCellCount=3784
export IMPL_max_clock_freq_ghz=0.05075
export IMPL_global_route_wire_length_before_repair_mm=142.0
export IMPL_synth_top_cells_by_area="fa_1 (44%), ha_1 (11%), inv_1 (9.8%), nand2_1 (5.7%), and2_1 (5.4%)"
export IMPL_openroad_warnings=26
export IMPL_startpoint_type="primary input"
export IMPL_worst_hold_path_num_cells=1
export IMPL_route_final_wire_length_mm=87.63
export IMPL_critical_path_top_cell_by_count="fa_1"
export IMPL_grt_util_all_layers_pct=17.00
export IMPL_cts_repair_resizes=0
export IMPL_critPathRequiredTime_ns=20.88
export IMPL_cts_htree_levels=3
export IMPL_synthToLayoutAreaGrowth_pct=12.43
export IMPL_ctsLongestPathBuffers=2
export IMPL_post_route_cells_drive_above_1_share_pct=3.419
export IMPL_tritoncts_num_buffers=9
export IMPL_postCtsSetupRepairBufs=0
export IMPL_slew_headroom_pct=40.21
export IMPL_asyncSetResetFlopFracSynth_pct=100.0
export IMPL_ys_flops=72
export IMPL_cts_hold_buffers=0
export IMPL_worstHoldPathType="flop to flop"
export IMPL_die_height_microns=337.3
export IMPL_clkLatencyLatePin_ns=0.36
export IMPL_filler_cell_count=11390
export IMPL_numPortBuffers=210
export IMPL_dp_hpwl_mm=73.39
export IMPL_synth_lib_cells_used_distinct=66
export IMPL_route_detailed_vias_per_inst=4.480
export IMPL_layout_area_seq_sq_mm=0.001802
export IMPL_tritoncts_num_sinks=72
export IMPL_antenna_found_initial=2
export IMPL_fp_dieW_microns=337.3
export IMPL_area_combinational_sq_mm=0.02800
export IMPL_max_cap_viol_count=0
export IMPL_period_needed_ns=19.70
export IMPL_initial_core_util_pct=30.35
export IMPL_hold_ws_ns=0.5159
export IMPL_tns_ns=0
export IMPL_cpMaxStageDelayCell="fa_1"
export IMPL_outcome="complete, no violations"
export IMPL_placeableCoreArea_sq_mm=0.1111
export IMPL_clock_skew_ns=0.01193
export IMPL_std_cell_rows=122
-- layout make-up --
class	instances	area share, %
multi-input cells	2672	73.85
inverters	879	8.701
repair buffers	281	6.936
well taps	1488	4.910
flip-flops and latches	72	4.751
clock buffers	9	0.5939
clock inverters	6	0.2442
diodes	2	0.01320
-- cell usage after synthesis (3+ instances only) --
cell type	count
nand4_1	6
or2_2	5
inv_1	879
o21bai_1	20
nand3_1	18
nand2b_1	34
a221o_1	3
a21o_1	41
nor2_1	122
dfrtp_1	72
a41o_1	5
o31ai_1	7
and2_1	291
buf_1	4
o21a_1	29
clkbuf_1	121
ha_1	308
nand2_1	511
xnor2_1	120
a21oi_1	109
nor3_1	30
o21ai_0	76
and3_1	11
o31a_1	4
mux2_2	12
mux2_4	4
xor2_1	44
fa_1	749
a211oi_1	9
nor2b_1	31
o2111ai_1	3
or3_1	7
buf_4	34
o211ai_1	9
or4_1	6
a31oi_1	9
-- worst max-delay path, delay by kind of cell --
family | cells | cell delay, ns
AOI/OAI and AO/OA | 15 | 2.93
xor gates and xnor gates | 2 | 0.29
buffers and inverters | 8 | 1.99
adders and majority gates | 8 | 3.50
and+or+nand+nor | 4 | 0.54
-- sequential cells by signal, indices dropped and copies added (netlist names) --
register	cells
derivative	16
prev_error	16
integral	24
control_output	16
-- cells in the final DEF, fill, tap and decap left out, types with 76 or more instances in the layout --
| master | Yosys | routed |
|---|---|---|
| nand2_1 | 511 | 511 |
| clkdlybuf4s50_1 | 0 | 208 |
| and2_1 | 291 | 291 |
| inv_1 | 879 | 879 |
| nor2_1 | 122 | 121 |
| o21ai_0 | 76 | 76 |
| xnor2_1 | 120 | 109 |
| ha_1 | 308 | 308 |
| fa_1 | 749 | 749 |
| a21oi_1 | 109 | 109 |
-- worst max path at each step --
stage                          start        endpoint  slack [ns]  cells past startpoint
after CTS             process_var[8]  p_term_out[23]        6.34                     37
final                 process_var[8]  p_term_out[23]        6.40                     37
after global routing  process_var[8]  p_term_out[23]        5.75                     37
-- cell families (layout without fill, tap and decap cells) --
group	after synthesis	in the layout	synth area share [%]
AND/OR/NAND/NOR	1083	1083	15.31
adder cells (fa/ha/maj)	1057	1057	55.88
buffers and inverters	1040	1175	11.99
AND-OR/OR-AND	351	351	6.603
XOR/XNOR	164	164	4.259
flip-flops	72	72	5.342
multiplexers	17	17	0.6121
other	0	2	0
-- per-layer routing --
layer,up-vias,global-route usage (%),routed length [microns]
li1,11530,-,-
met1,11870,22.87,36310
met2,748,25.91,39710
met3,86,7.865,9484
met4,4,3.085,2096
met5,-,0.08511,33
-- per-stage QoR --
stage / area (sq um) / util, % / std cells / setup WS, ns
6_report: 37920 / 34.12 / 5409 / 6.396
5_1_grt: 37920 / 34.12 / 5407 / 5.754
4_1_cts: 37920 / 34.12 / 5407 / 6.339
3_5_place_dp: 37600 / 33.83 / 5392 / 6.356
3_3_place_gp: 37600 / 33.83 / 5392 / 6.381
2_1_floorplan: 33730 / - / 3784 / 7.310
